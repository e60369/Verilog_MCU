**/design/flow/run.sh**
```bash
#!/bin/bash
# OpenROAD 26Q1-2900-gdf79404cd8, Yosys 0.63+post, stock flow scripts
make -C /OpenROAD-flow-scripts/flow DESIGN_CONFIG=/design/flow/config.mk WORK_HOME=/design/flow/orfs finish
```
**/design/flow/config.mk**
```make
export PLATFORM = sky130hd
export DESIGN_NAME = lab5_pv
export DESIGN_NICKNAME = lab5_pv
export VERILOG_FILES = /design/flow/design.v
export SDC_FILE = /design/flow/constraint.sdc
export NUM_CORES = 4
export LEC_CHECK = 1
export CORE_UTILIZATION = 50
```
**/design/flow/constraint.sdc**
```tcl
current_design lab5_pv

set clk_period 2.8
set clk_io_pct 0.2

create_clock -name clk0 -period $clk_period [get_ports {CLK}]

set non_clock_inputs [all_inputs -no_clocks]
set_input_delay [expr $clk_period * $clk_io_pct] -clock clk0 $non_clock_inputs
set_output_delay [expr $clk_period * $clk_io_pct] -clock clk0 [all_outputs]
```
**/design/flow/design.v**
```verilog
module lab5_pv (input CLK, SW0, SW1, KEY0, SW2, SW3, SW4, output logic [6:0] HEX5, HEX4, HEX3, HEX2, HEX1, HEX0, output logic LED0, LED1, LED2, LED3, LED4, LED5, LED6, LED7);
logic clkt,clkout;
logic [3:0] OPCODE;
logic [7:0] PC, alu_out, W_REG;
logic [7:0] number [5:0];
logic [20:0] count_max, count;
assign count_max = 20'd24400;  
assign LED0 = PC[0];
assign LED1 = PC[1];
assign LED2 = PC[2];
assign LED3 = PC[3];
assign LED4 = PC[4];
assign LED5 = PC[5];
assign LED6 = PC[6];
assign LED7 = PC[7];
	always_comb begin
	if (SW1 == 1)
		clkt = ~KEY0;
	else
		clkt = clkout;
	end
	always_comb begin
			number[5] = 0;
			number[4] = 0;
			number[3] = 0;
                 	number[2] = 0;
                 	number[1] = 0;
                 	number[0] = 0;
	if (SW4 == 0 && SW3 == 0 && SW2 == 0) begin  
			number[5] = 8'h4D;
			number[4] = 8'h55;
			number[3] = 8'h52;
			number[2] = 8'h50;
			number[1] = 8'h48;
			number[0] = 8'h59;
		end
	else if (SW4 == 1 && SW3 == 1 && SW2 == 0)begin  
			number[5] = PC[5];
			number[4] = PC[4];
			number[3] = PC[3];
                 	number[2] = PC[2];
                 	number[1] = PC[1];
                 	number[0] = PC[0];
		end
	else if (SW4 == 1 && SW3 == 0 && SW2 == 1) begin  
			number[5] = W_REG[5];
			number[4] = W_REG[4];
			number[3] = W_REG[3];
                 	number[2] = W_REG[2];
                 	number[1] = W_REG[1];
                 	number[0] = W_REG[0];
		end
	else if (SW4 == 0 && SW3 == 1 && SW2 == 1) begin  
			number[5] = alu_out[5];
			number[4] = alu_out[4];
			number[3] = alu_out[3];
                 	number[2] = alu_out[2];
                 	number[1] = alu_out[1];
                 	number[0] = alu_out[0];
		end
	else if (SW4 == 1 && SW3 == 1 && SW2 == 1) begin  
			number[5] = 0;
			number[4] = 0;
			number[3] = OPCODE[3];
                 	number[2] = OPCODE[2];
                 	number[1] = OPCODE[1];
                 	number[0] = OPCODE[0];
		end
	else begin  
			number[5] = 0;
			number[4] = 0;
			number[3] = 0;
                 	number[2] = 0;
                 	number[1] = 0;
                 	number[0] = 0;
		end
	end
lab5 M1 (clkt, SW0, SW1, KEY0, OPCODE, PC, alu_out, W_REG);
FreqDiv #(20)F1 (CLK, SW0, count_max, count, clkout);
ASCII27Seg2 A7 (number[5],HEX5);
ASCII27Seg2 A8 (number[4],HEX4);
ASCII27Seg2 A9 (number[3],HEX3);
ASCII27Seg2 A10 (number[2],HEX2);
ASCII27Seg2 A11 (number[1],HEX1);
ASCII27Seg2 A12 (number[0],HEX0);
endmodule
module lab5 (input clk, SWO, SW1, KEY0, output logic [3:0] OPCODE, output logic [7:0] PC, alu_out, W_REG);
localparam IF=3'b000, ID=3'b001, FD=3'b010, EX=3'b011, RWB=3'b100, HLT=3'b101;
logic [2:0] state, next_state;
logic [15:0] IR;
logic reset;
logic [3:0] RA, RB, RD;
logic [7:0] D,A,B,next_PC;
integer MC;
assign OPCODE = IR [15:12];
assign RA = IR [11:8];
assign RB = IR [7:4];
assign RD = IR [3:0];
assign reset = SWO;
		always_ff @ (posedge clk or posedge reset) begin
			if (reset) begin
			   state <= 3'b0;
			   PC <= 8'b0;
			   W_REG <= 8'b0;
			end
			else begin
			   state <= next_state;
			   PC <= next_PC;
			   W_REG <= alu_out;
			end
		   end
		always_comb begin
			next_state = state;
			case(state)
			   IF : next_state = ID;
			   ID : next_state = FD;
			   FD : next_state = EX;
			   EX : next_state = RWB;
			   default : next_state = state;
			   endcase
			if (state == RWB && OPCODE == 4'b0000) begin
				next_state = RWB;
				end
			if (state == RWB && OPCODE != 4'b0000)begin
				next_state = IF;
	       		        end
			end
		always_ff @ (posedge reset or posedge clk) begin
			if (reset)
			   next_PC <= 8'b0;
			else if ((state == RWB) && ~((OPCODE == 4'b0000)||(OPCODE == 4'b1101)||(OPCODE == 4'b1110)))
			   next_PC <= PC + 1;
			else if (state == RWB && OPCODE == 4'b0000)
			   next_PC <= PC;
			else if (state == RWB && OPCODE == 4'b1101)
			   next_PC <= {RA,RB};
			else if (state == RWB && OPCODE == 4'b1110) begin
			        if (A>=B)
				next_PC <= PC + RD;
				else 
				next_PC <= PC + 1;
		           end
			end
RegFile R1 (reset, clk, RA, RB, RD, OPCODE, state, W_REG, A, B);
INSMEM I1 (PC, IR);
ALU A1 (OPCODE, RA, RB, A, B, alu_out);
endmodule
module RegFile (input reset, clk, input [3:0] RA, RB, RD, OPCODE, input [2:0] current_state, input [7:0] RF_data_in, output logic [7:0] RF_data_out0, RF_data_out1);
localparam One = 8'd1, Zero = 8'd0, one = 1'b1, zero = 1'b0;
logic [4:0] i;
logic [7:0] RF [15:0];
parameter IF = 3'b000;
parameter ID = 3'b001;
parameter FD = 3'b010;
parameter EX = 3'b011;
parameter RWB = 3'b100;
parameter HLT = 3'b101;
	always_ff @ (posedge reset or posedge clk) begin
		i = 5'd0;
		if (reset) begin
		   RF_data_out0 <= Zero;
		   RF_data_out1 <= Zero;
		   for (i = 5'd0; i <5'd16; i = i + 5'd1) RF[i] <= Zero;
		end
		else begin
		   RF_data_out0 <= RF[RA];
		   RF_data_out1 <= RF[RB];
		if ((current_state == RWB) && ~((OPCODE == 4'd13) || (OPCODE == 4'd14) || (OPCODE == 4'd15)))
		   RF[RD] <= RF_data_in;
	end
   end
endmodule
module INSMEM (input [7:0] PC, output logic [15:0] data);
logic [15:0] mem [20:0];
	assign mem [0] = 16'h1000;
	assign mem [1] = 16'h1011;
	assign mem [2] = 16'h1002;
	assign mem [3] = 16'h10A3;
	assign mem [4] = 16'hE236;
	assign mem [5] = 16'h2014;
	assign mem [6] = 16'h3100;
	assign mem [7] = 16'h3401;
	assign mem [8] = 16'h7022;
	assign mem [9] = 16'hD040;
	assign mem [10] = 16'h3405;
	assign mem [11] = 16'h6536;
	assign mem [12] = 16'h5637;
	assign mem [13] = 16'h4578;
	assign mem [14] = 16'h3828;
	assign mem [15] = 16'h8089;
	assign mem [16] = 16'h809A;
	assign mem [17] = 16'hB89B;
	assign mem [18] = 16'hA9AC;
	assign mem [19] = 16'hC0CD;
	assign mem [20] = 16'h0000;
	assign data = mem[PC];
endmodule
module ALU (input [3:0] OPCODE, RA, RB, input [7:0] A, B, output logic [7:0] alu_out);
always_comb begin
	alu_out = 8'b0;
	case (OPCODE)
	4'b0000 : alu_out = alu_out;  
	4'b0001 : alu_out = {RA,RB};  
	4'b0010 : alu_out = A + B;  
	4'b0011 : alu_out = A + RB;  
	4'b0100 : alu_out = A - B;  
	4'b0101 : alu_out = A*B;  
	4'b0110 : alu_out = A/B;  
	4'b0111 : alu_out = B + 1;  
	4'b1000 : alu_out = B - 1;  
	4'b1001 : alu_out = ~(A | B);  
	4'b1010 : alu_out = ~(A & B);  
	4'b1011 : alu_out = A^B;  
	4'b1100 : alu_out = ~B;  
	default : alu_out = 8'b0;
	endcase
end
endmodule
module FreqDiv #(parameter Size = 5)(input clk, reset, input [Size-1:0] count_max, output logic [Size-1:0] count, output logic clkout);
always_ff @ (posedge clk or posedge reset)begin
	if (reset) begin
		count <= {Size{1'b0}};
		clkout <= 1'b0;
		end
	else if(count < count_max)
		count <= count + {{(Size-1){1'b0}},1'b1};
	else 	begin 
		count <= {Size{1'b0}};
		clkout <= ~clkout;
		end
	end
endmodule
module ASCII27Seg2 (input [7:0] number ,output reg [6:0] HexSeg);
logic [7:0] number_;
    always @ (*) begin
        HexSeg = 7'd0;
	if (number > 8'h39)
	number_ = number;
	else
        number_ = number + 8'h30;
        case (number_)
            8'h4D : begin
                  HexSeg[1] = 1; HexSeg[3] = 1; HexSeg[5] = 1; HexSeg[6] = 1;
               end
            8'h55 : begin
                  HexSeg[0] = 1; HexSeg[6] = 1;
               end
            8'h52 : begin
                  HexSeg[0] = 1; HexSeg[1] = 1; HexSeg[2] = 1; HexSeg[3] = 1; HexSeg[5] = 1;
               end
            8'h50 : begin
                  HexSeg[2] = 1; HexSeg[3] = 1;
               end
            8'h48 : begin
                  HexSeg[0] = 1; HexSeg[3] = 1;
               end
            8'h59 : begin
                  HexSeg[0] = 1; HexSeg[4] = 1;
               end
            8'h30 : begin
                  HexSeg[6] = 1;
               end
            8'h31 : begin
                  HexSeg[0] = 1; HexSeg[3] = 1; HexSeg[4] = 1; HexSeg[5] = 1; HexSeg[6] = 1;
               end
            8'h32 : begin
                  HexSeg[2] = 1; HexSeg[5] = 1;
               end
            8'h33 : begin
                  HexSeg[4] = 1; HexSeg[5] = 1;
               end
            8'h34 : begin
                  HexSeg[0] = 1; HexSeg[3] = 1; HexSeg[4] = 1;
               end
            8'h35 : begin
                  HexSeg[1] = 1; HexSeg[4] = 1;
               end
            8'h36 : begin
                  HexSeg[1] = 1;
               end
            8'h37 : begin
                  HexSeg[3] = 1; HexSeg[4] = 1; HexSeg[5] = 1; HexSeg[6] = 1;
               end
            8'h38 : begin
               end
            8'h39 : begin
                  HexSeg[4] = 1;
               end
        default : HexSeg = 7'b1111111;
      endcase
    end
endmodule
```
==> results.toml <==
# implementation run metrics
[detailed_routing]
dr_wl_met3_mm = 3.38
avgRoutedWirePerCell_um = 23.8
drt_iter0_drc = 956
number_of_iterations_in_the_first_detailed_routing_pass = 5
n_antenna_cell = 0
wl_mm = 46.0
viasPerCell = 6.35
via_count = 12280
met2_routed_wirelength_mm = 20.5
remaining_drc_errors = 0
maxUsedRoutingLayer = "met4"
detail-route-antenna-nets = 0
detail_route.wirelength.met1_mm = 20.1

[synth]
synthCells = 1524
synth-edff-count = 0
synthArstFlopShare_pct = 100
ys.flop_type = "sky130_fd_sc_hd__dfrtp_1"
post_synth_num_cell_types = 97
yosys_area_sq_um = 14700
yosysTopAreaCell = "sky130_fd_sc_hd__dfrtp_1"
warnings_synthesis = 13
synth.avg_cell_area_sq_um = 9.62
synth_area_sq_um = 14700
ys_cells = 1524
top_cell_area_share_pct = 32.9
ys_seq_share_pct = 33.1
yosys-top-cells-area = "sky130_fd_sc_hd__dfrtp_1, sky130_fd_sc_hd__mux2_2, sky130_fd_sc_hd__ha_1"
ys_seq_elements = 194

[setup_path]
crit_path_end_kind = "output port"
timing.reg2reg.setup_slack_ns = 0.94
critPathLaunchType = "input pin"
critPathKind = "input pin to output port"
crit_path_cell_trace = "clkbuf_2 > buf_6 > nor2_1 > a21oi_1 > a221o_1 > nand2b_1 > a31oi_1 > buf_4 > clkdlybuf4s50_1"
critPathCapture = "HEX3[0]"
origin_of_the_worst_setup_path = "SW2"
r2r-start = "F1.count[9]$_DFF_PP0_"
r2r.worst_path.cells = 6
max_stage_delay_ns = 0.39
path_max_fanout = 5
critPathSlowestCell = "sky130_fd_sc_hd__clkdlybuf4s50_1"
worstPathArrival_ns = 2.01
critical_path_required_ns = 2.24
critical_path.reg2reg.endpoint = "F1.clkout$_DFFE_PP0N_"

[hold_path]
holdCritPathClass = "register to register"

[clocking]
clkLatencyLatePin_ns = 0.25
cts-buffers-inserted = 3
tritoncts = "done"
ctsRootBufferMaster = "sky130_fd_sc_hd__clkbuf_16"
cts_buffer_depth = 2
cts-htree-levels = 1
clk_slew_on_worst_s_h_paths_ns = 0.06

[global_routing]
antenna_violations_before_repair = 1
grt_usage_pct = 32.3
globalRouteOverflowTotal = 0
first_global_vias = 11872
grt_pass1_wl_mm = 71.7
grt_start_max_net_pins = 143

[final_layout]
syn2layout_area_growth_pct = 7.15
fill_cells = 2633
final-instance-count-excl-fill = 1934
layout-drive-gt1-share_pct = 16.5

[floorplan]
die_width_um = 173
dieArea_sq_um = 30000
row_count = 62
top_level_ports = 57
chipHeight_um = 173
floorplan.core_util_pct = 51.0
core-area_sq_um = 28800

[pwr]
power_frac_seq_pct = 59.8
power.density_cell_area_nw_per_um2 = 99.5
power.switching_fraction_pct = 22.9
part_of_the_total_power_dissipated_in_the_clock_network_pct = 18.7
total_leakage_power_nw = 7.10
netSwitchingPower_mw = 0.358
power_frac_comb_pct = 21.5
total_power_of_the_final_layout_mw = 1.56
peakVddDrop_uv = 439
cell_internal_pwr_mw = 1.21

[final_timing]
setup_viol = 0
unconstrained_endpoints = 181
post-route-min-period_ns = 2.57
relSlewSlack_pct = 32.1
final_hold_viol_count = 0
final_max_slew_viol_count = 0
maximum_clock_rate_mhz = 389
tns_ns = 0
timing_worst_slew_pin_value_ns = 1.01
skew_ns = 0.00614
timing.final.crit_share_pct = 91.7
unclocked_regs = 173
rsz0062_at_grt = "no"

[place]
place.detailed.hpwl_mm = 33.4
gpl.final_weighted_congestion = 0.980
numPortBuffers = 46
placed_cells_incl_taps = 1929

[status]
status = "finished, final reports clean"

[job]
timing.max_cap.violations = 0
log.warning_count = 51
## worst min path at each step
stage	start	end	slack, ns	cells past startpoint
finish	F1.clkout$_DFFE_PP0N_	F1.clkout$_DFFE_PP0N_	0.47	1
global route	F1.clkout$_DFFE_PP0N_	F1.clkout$_DFFE_PP0N_	0.50	1
CTS	F1.clkout$_DFFE_PP0N_	F1.clkout$_DFFE_PP0N_	0.48	1
## worst max-delay path: cells and delay by family
family / cells / cell delay, ns
buffers and inverters: 4 / 0.84
AOI/OAI and AO/OA: 3 / 0.44
and+or+nand+nor: 2 / 0.16
## area by class of cell
class	count	area [sq um]	share of cell area (%)
Clock buffer	4	78.8	0.502
Inverter	73	278	1.77
Timing Repair Buffer	105	910	5.79
Tap cell	384	480	3.06
Multi-Input combinational cell	1174	9110	58.0
Sequential cell	194	4860	30.9
## repair_timing
item / 4_1_cts / 5_1_grt
gates resized: 5 / 11
pin swaps: 1 / 1
hold buffers: 0 / 0
buffers inserted: 0 / 0
gates cloned: 1 / 0
endpoints found under the setup margin: 32 / 23
## power by group through the flow
stage         sequential, mW  clock, mW  combinational, mW
CTS                    0.935      0.298              0.343
global route           0.937      0.314              0.381
finish                 0.935      0.293              0.336
## cell usage after synthesis (11+ instances only)
cell type,instances
sky130_fd_sc_hd__a211oi_1,13
sky130_fd_sc_hd__a21o_1,13
sky130_fd_sc_hd__a21oi_1,45
sky130_fd_sc_hd__a221oi_1,17
sky130_fd_sc_hd__a22o_1,12
sky130_fd_sc_hd__a22oi_1,77
sky130_fd_sc_hd__a31oi_1,11
sky130_fd_sc_hd__buf_2,13
sky130_fd_sc_hd__buf_4,34
sky130_fd_sc_hd__clkbuf_1,40
sky130_fd_sc_hd__dfrtp_1,193
sky130_fd_sc_hd__fa_1,16
sky130_fd_sc_hd__ha_1,101
sky130_fd_sc_hd__inv_1,69
sky130_fd_sc_hd__mux2_2,131
sky130_fd_sc_hd__mux2i_1,13
sky130_fd_sc_hd__nand2_1,96
sky130_fd_sc_hd__nand2b_1,15
sky130_fd_sc_hd__nand3_1,42
sky130_fd_sc_hd__nand4_1,32
sky130_fd_sc_hd__nor2_1,111
sky130_fd_sc_hd__nor2b_1,20
sky130_fd_sc_hd__nor3_1,48
sky130_fd_sc_hd__o21a_1,26
sky130_fd_sc_hd__o21ai_0,51
sky130_fd_sc_hd__o22a_1,15
sky130_fd_sc_hd__xnor2_1,45
sky130_fd_sc_hd__xor2_1,19
## flip-flops by register name, summed over array words and instances, names as in the netlist
register and cells:
F1.clkout 1, F1.count 20, M1.PC 8, M1.R1.RF 128, M1.R1.RF_data_out0 8, M1.R1.RF_data_out1 8, M1.W_REG 8, M1.next_PC 8
M1.state 5
## placed cells by master, fill, tap and decap left out, drive strengths merged, types with 7 or more instances in the layout
cell type,netlist,final
dfrtp,193,193
mux2,139,139
nor2,119,119
ha,101,101
nand2,97,97
a22oi,77,77
inv,70,69
buf,56,59
o21ai,58,58
nor3,51,51
xnor2,46,46
a21oi,45,45
nand3,44,44
clkdlybuf4s50,0,43
nand4,32,32
o21a,27,27
nor2b,20,20
a211oi,20,20
xor2,19,19
a221oi,18,18
fa,16,16
conb,2,15
nand2b,15,15
o22a,15,15
nor4,15,15
mux2i,13,13
a21o,13,13
a22o,12,12
a31oi,11,11
or3,10,10
o211ai,10,10
or2,9,9
and2,7,7
o31ai,7,7
## layer usage
layer  global-route usage, %  vias to the layer above
met5                       0                        -
met3                    6.04                      116
met4                    11.0                        0
li1                        -                     5656
met1                    48.9                     6001
met2                    48.2                      507
## stage by stage
| stage | utilization [%] | hold WS (ns) | cell area [sq um] | worst slack [ns] |
|---|---|---|---|---|
| 6_report | 54.6 | 0.474 | 15700 | 0.231 |
| 5_1_grt | 54.6 | 0.499 | 15700 | 0.121 |
| 4_1_cts | 54.5 | 0.478 | 15700 | 0.0109 |
| 3_5_place_dp | 54.2 | 0.468 | 15600 | -0.263 |
| 3_3_place_gp | 54.2 | 0.467 | 15600 | -0.318 |
| 2_1_floorplan | - | 0.442 | 14700 | -0.264 |
## cell families (layout without fill, tap and decap cells)
| group | count (synthesis) | in the layout | share of synthesized area [%] |
|---|---|---|---|
| buf+inv | 169 | 182 | 5.46 |
| xor+xnor | 65 | 65 | 3.93 |
| simple gates | 447 | 447 | 15.9 |
| mux | 152 | 152 | 11.6 |
| flops | 194 | 194 | 33.1 |
| other cells | 2 | 15 | 0.0512 |
| fa+ha+maj | 117 | 117 | 10.8 |
| compound gates | 378 | 378 | 19.1 |
Power and IR drop assume default switching activity.
